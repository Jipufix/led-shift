`flow/design.v`:
```
`timescale 1ns / 1ps
module led_shift(
    input [7:0] switch,
    input [3:0] btns,
    input clk,
    output [7:0] led
    );
    parameter LEFT_SHIFT = 0;    
    parameter LOAD = 1;          
    parameter RIGHT_SHIFT = 2;   
    parameter CLEAR = 3;         
    reg [3:0] state = 4'b1000;  
    reg [3:0] next_state;
    reg [31:0] counter;
    reg strobe_1hz;
    parameter top_count = 100000000 - 1;  
    always @(posedge clk) begin
        if (counter >= top_count) begin
            strobe_1hz = 1'b1;
            counter = 32'b0;
        end else begin
            strobe_1hz = 1'b0;
            counter = counter + 32'b1;
        end
    end
    always @ (posedge clk) begin
        state <= next_state;
    end
    always @(*) begin
        next_state = 4'b0;
        case (1'b1)
            state[CLEAR]: begin
                if (btns[1])
                    next_state[LOAD] = 1'b1;
                else
                    next_state[CLEAR] = 1'b1;
            end
            state[LOAD]: begin
                if (btns[0])
                    next_state[LEFT_SHIFT] = 1'b1;
                else if (btns[2]) 
                    next_state[RIGHT_SHIFT] = 1'b1;
                else if (btns[3])
                    next_state[CLEAR] = 1'b1;
                else
                    next_state[LOAD] = 1'b1;
            end
            state[LEFT_SHIFT]: begin
               if (btns[1])
                    next_state[LOAD] = 1'b1;
               else if (btns[2]) 
                    next_state[RIGHT_SHIFT] = 1'b1;
               else if (btns[3])
                    next_state[CLEAR] = 1'b1;
               else
                    next_state[LEFT_SHIFT] = 1'b1;
            end
            state[RIGHT_SHIFT]: begin
               if (btns[1])
                    next_state[LOAD] = 1'b1;
               else if (btns[0]) 
                    next_state[LEFT_SHIFT] = 1'b1;
               else if (btns[3])
                    next_state[CLEAR] = 1'b1;
               else
                    next_state[RIGHT_SHIFT] = 1'b1;
            end
        endcase
    end
    shift_reg sr(clk, strobe_1hz, state, switch, led);
endmodule
`timescale 1ns / 1ps
module shift_reg(
    input clk,
    input strobe_1hz,
    input [3:0] state,   
    input [7:0] d_in,    
    output [7:0] led
    );
    reg [7:0] out;
    parameter LEFT_SHIFT = 0;    
    parameter LOAD = 1;          
    parameter RIGHT_SHIFT = 2;   
    parameter CLEAR = 3;         
    always @(posedge clk) begin
        if (state[CLEAR]) begin
            out <= 8'b0;
        end
        else if (state[LOAD]) begin
            out <= d_in;
        end
        else if (strobe_1hz)
            if (state[LEFT_SHIFT]) begin       
                out  <= {out[6:0], out[7]};
            end
            else if (state[RIGHT_SHIFT]) begin                           
                out <= {out[0], out[7:1]};
            end
    end
    assign led = out;
endmodule
```
`flow/run.sh`:
```
#!/bin/bash
# OpenROAD 26Q1-2900-gdf79404cd8, Yosys 0.63+post, stock flow scripts
make -C /OpenROAD-flow-scripts/flow DESIGN_CONFIG=/design/flow/config.mk WORK_HOME=/design/flow/orfs finish
```
`flow/config.mk`:
```
export PLATFORM = sky130hd
export DESIGN_NAME = led_shift
export DESIGN_NICKNAME = led_shift
export VERILOG_FILES = /design/flow/design.v
export SDC_FILE = /design/flow/constraint.sdc
export NUM_CORES = 4
export LEC_CHECK = 1
export CORE_UTILIZATION = 30
```
`flow/constraint.sdc`:
```
current_design led_shift

set clk_period 2.9
set clk_io_pct 0.2

create_clock -name clk0 -period $clk_period [get_ports {clk}]

set non_clock_inputs [all_inputs -no_clocks]
set_input_delay [expr $clk_period * $clk_io_pct] -clock clk0 $non_clock_inputs
set_output_delay [expr $clk_period * $clk_io_pct] -clock clk0 [all_outputs]
```
==> metrics.csv <==
stage,metric,value,unit
clock_tree,cts.sinks,45,
logic_synthesis,ys_seq_share,40.70,%
route,via_per_inst,4.973,
logic_synthesis,ys_chip_area,0.002213,sq mm
global_route,grt_pass1_vias,1646,
logic_synthesis,synth_dominant_cell_count,dfxtp_1,
global_route,antenna_found_initial,0,
critical_path,crit_type,reg2reg,
power,total_power,1.430,mW
route,dr.pass1.iters,4,
logic_synthesis,ys_cells,251,
flow_run,drv_cap,0,
critical_path,path_max_fanout,7,
critical_path,startpoint_type,flip-flop,
outcome,outcome,"finished, final reports clean",
final_timing,fmax,0.4807,GHz
logic_synthesis,top_area_share,40.70,%
route,wl,4332,um
logic_synthesis,edf_count,0,
critical_path,cp.required,3.12,ns
placement,hpwl,2922,um
logic_synthesis,synthTopCellsByArea,"dfxtp_1 41%, mux2i_1 7.2%, xnor2_1 4.4%",
floorplanning,core,0.006944,sq mm
route,drc,0,
clock_tree,tritoncts,built,
final_timing,fin_setup_tns,0,ns
power,p_leak,0.7456,nW
global_route,grtUsageTotal,11.95,%
placement,place_area,0.002501,sq mm
logic_synthesis,top_cells_by_count,"45 x dfxtp_1, 18 x nor3_1, 17 x nand2_1, 17 x nor2_1, 16 x mux2i_1",
clock_tree,cts_resized,0,
final_layout,final_util,37.21,%
logic_synthesis,yosysWarnings,2,
final_timing,max_slew_margin,53.41,%
floorplanning,die_x,87.90,um
final_timing,post-route-min-period,2.080,ns
power,vdd_drop_max,0.0001999,V
clock_tree,clkTransAtPathRegs,0.08,ns
logic_synthesis,avgSynthCellArea,8.818,sq um
final_timing,finalClockPeriodUsage,71.73,%
logic_synthesis,netlist_instances,251,
placement,gp_routability_congestion,0.7918,
clock_tree,cts-root-buf,clkbuf_8,
route,wl_per_cell,11.77,um
logic_synthesis,ys.flops,45,
final_layout,fill_cells,706,
logic_synthesis,flop_cell,dfxtp_1,
clock_tree,hold_buffers,0,
final_timing,finalHoldViolCount,0,
final_layout,regArea,900.9,sq um
logic_synthesis,largest_area_cell,dfxtp_1,
route,num_vias,1830,
global_route,grt_max_degree,26,
floorplanning,initial_utilization,31.87,%
clock_tree,cts_buffer_depth,2,
final_layout,fin_area,0.002584,sq mm
floorplanning,die_h,87.90,um
logic_synthesis,netlist_area,0.002213,sq mm
logic_synthesis,synth-async-reset-ratio,0,%
clock_tree,worstSkewPairLatency,0.29,ns
critical_path,setup.worst_path.end_class,flip-flop,
route,n_antenna_cell,0,
floorplanning,rows,30,
route,drt-initial-drc-count,66,
route,drtAntennaViolNets,0,
final_layout,area_growth,16.73,%
global_route,grt_pass1_wl,7438,um
placement,portBuffers,20,
critical_path,arrival,2.30,ns
final_timing,finalSetupViolCount,0,
clock_tree,post_cts_buffers,0,
final_layout,drive_gt1_share,6.618,%
power,power_density,553.6,mW/mm^2
final_timing,worst_clock_skew,0.005590,ns
final_layout,logic_area,0.001235,sq mm
clock_tree,cts-buffers-inserted,5,
logic_synthesis,yosysUniqueCellTypes,45,
clock_tree,htreeDepth,2,
hold_path,hold_class,reg2reg,
global_route,grt-ovfl-total,0,
final_timing,slew_viol_final,0,
final_timing,worstMarginPinSlew,0.6979,ns
floorplanning,ios,21,
final_timing,rsz0062_at_grt,false,
flow_run,tool_warnings,25,
floorplanning,dieArea,0.007726,sq mm
## placed cells by master (no fill, tap or decap), types with 2 or more instances in the layout
| master | count |
|---|---|
| dfxtp_1 | 45 |
| clkdlybuf4s50_1 | 20 |
| nor3_1 | 18 |
| nand2_1 | 17 |
| nor2_1 | 17 |
| mux2i_1 | 16 |
| o21ai_0 | 14 |
| xnor2_1 | 11 |
| or4_1 | 9 |
| inv_1 | 8 |
| nand3_1 | 8 |
| nand4_1 | 8 |
| or3_1 | 8 |
| a211oi_1 | 8 |
| a21oi_1 | 7 |
| o31ai_1 | 6 |
| clkbuf_8 | 5 |
| conb_1 | 5 |
| nor4_1 | 4 |
| and3_1 | 3 |
| xor2_1 | 3 |
| nand2b_1 | 2 |
| nor3b_1 | 2 |
| o41ai_1 | 2 |
| and4_1 | 2 |
| nand3b_1 | 2 |
| clkinv_2 | 2 |
| buf_4 | 2 |
## critical path, cell delays in order, from the launching register on
cell and delay [ns]:
dfxtp_1 0.38, ha_1 0.25, nand3_1 0.14, or3_1 0.48, or4_1 0.55, a211oi_2 0.21
## where the power goes
part	internal (mW)	switching [mW]	total [mW]
logic	0.195	0.0881	0.283
clock network	0.167	0.200	0.368
registers	0.688	0.0917	0.779
## cell families (layout without fill, tap and decap cells)
group                      Yosys count  after routing  share of synthesized area [%]
xor gates and xnor gates            14             14                          5.540
AOI/OAI and AO/OA                   43             43                          12.61
muxes                               16             16                          7.236
buffers and inverters               21             38                          4.353
and+or+nand+nor                    110            110                          28.83
other                                1              5                         0.1694
DFF                                 45             45                          40.70
adders and majority gates            1              1                         0.5652
## state kept, by name, summed over array words and instances (netlist names)
| signal | flops |
|---|---|
| counter | 32 |
| state | 4 |
| sr.out | 8 |
| strobe_1hz | 1 |
## final cells by class
class / count / share of cell area, %
Clock buffer: 6 / 2.809
Clock inverter: 2 / 0.3874
Inverter: 8 / 1.162
Multi-Input combinational cell: 189 / 47.80
Sequential cell: 45 / 34.87
Tap cell: 96 / 4.649
Timing Repair Buffer: 22 / 8.329
## stage by stage
stage	hold slack [ns]	instances	setup WS, ns
6_report	0.4986	368	0.8197
2_1_floorplan	0.4511	255	0.9571
3_3_place_gp	0.4695	360	0.8500
3_5_place_dp	0.4856	360	0.8453
4_1_cts	0.4995	368	0.8292
5_1_grt	0.5341	368	0.7050
## worst paths after layout
path | slack (ns) | cells after the start | endpoint | startpoint
worst max-delay path | 0.82 | 5 | counter[26]$_SDFF_PP0_ | counter[0]$_SDFF_PP0_
worst max register to register | 0.82 | 5 | counter[26]$_SDFF_PP0_ | counter[0]$_SDFF_PP0_
worst min-delay path | 0.50 | 1 | counter[0]$_SDFF_PP0_ | counter[0]$_SDFF_PP0_
worst min register to register | 0.50 | 1 | counter[0]$_SDFF_PP0_ | counter[0]$_SDFF_PP0_
## metal layers
layer	global-route usage, %	part of all wire, %	vias up
met4	1.192	0.46	0
met2	18.82	43	28
li1	-	-	964
met3	1.908	3.6	2
met1	18.24	53	836
met5	0	0	-
Power and IR drop assume default switching activity.
